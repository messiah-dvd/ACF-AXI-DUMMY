===== design/flow/run.sh =====
#!/bin/bash
# OpenROAD 26Q1-2900-gdf79404cd8, Yosys 0.63+post, stock flow scripts
make -C /OpenROAD-flow-scripts/flow DESIGN_CONFIG=/design/flow/config.mk WORK_HOME=/design/flow/orfs finish

===== design/flow/design.v =====
`timescale 1ns / 1ps
module TDC_DeltaT_1Chan #(parameter WORDSIZE=16,parameter CNTSIZE=38)(
    input CH1,
    input [CNTSIZE-1:0] cnt,
    input clk,
    input rst,
    output [WORDSIZE-1:0] outData,
    output wrEn
    );
    reg [CNTSIZE-1:0] last1_d,last1_q;  
    reg wrEn_d,wrEn_q;  
    reg [WORDSIZE-1:0] outData_d,outData_q;  
    assign outData = outData_q;
    assign wrEn = wrEn_q;
   always @(posedge clk) begin
        if (rst) begin
            wrEn_d <=0;
            last1_d <=0;
            outData_d <=0;
        end else begin
            wrEn_d <= CH1;
            if (CH1) begin
                last1_d <= cnt;
                outData_d <= cnt-last1_q;
            end   
        end
        outData_q <= outData_d;
        last1_q <= last1_d;
        wrEn_q <= wrEn_d;
    end
endmodule

===== design/flow/config.mk =====
export PLATFORM = sky130hd
export DESIGN_NAME = TDC_DeltaT_1Chan
export DESIGN_NICKNAME = TDC_DeltaT_1Chan
export VERILOG_FILES = /design/flow/design.v
export SDC_FILE = /design/flow/constraint.sdc
export NUM_CORES = 4
export LEC_CHECK = 1
export CORE_UTILIZATION = 50

===== design/flow/constraint.sdc =====
current_design TDC_DeltaT_1Chan

set clk_period 6.2
set clk_io_pct 0.2

create_clock -name clk0 -period $clk_period [get_ports {clk}]

set non_clock_inputs [all_inputs -no_clocks]
set_input_delay [expr $clk_period * $clk_io_pct] -clock clk0 $non_clock_inputs
set_output_delay [expr $clk_period * $clk_io_pct] -clock clk0 [all_outputs]

==> flow_summary_export.csv <==
group,metric,value,unit
critical_path,critPathLaunch,"cnt[1]",
worst_hold_path,hold_path.class,"reg2reg",
floorplanning,coreArea,4820,um2
timing,tns,0,ps
layout,area_delta_synth_final,24.7,%
routing,antenna_cells_inserted,0,
outcome,outcome,"complete, no violations",
synthesis,yosys_most_used_dff,"dfxtp_1",
run,warnings,48,
global_routing,grtUsageTotal,0.172,
placement,numPortBuffers,35,
placement,place_ws,2490,ps
clocking,ctsResizeCount,0,
synthesis,area_leaders,"dfxtp_1 52%, ha_1 7.4%, mux2i_1 7.1%",
clocking,clock_sinks,66,
layout,regArea,1320,um2
global_routing,grt_first_pass_wirelength,7070,um
synthesis,synth_async_sr_flop_share,0,
timing,rsz0062_at_grt,"no",
routing,drt_iter0_drc,68,
clocking,ctsRootBufferMaster,"clkbuf_8",
synthesis,synth_top_area_share,0.520,
critical_path,reg2regPathDepth,8,
timing,finalSetupViolations,0,
timing,hold_violations,0,
timing,timing.final.ws_setup,2820,ps
timing,max_freq,0.296,GHz
placement,hpwl,2870,um
routing,postRouteAntennaNets,0,
critical_path,cp.arrival,3600,ps
critical_path,path_cells,"clkdlybuf4s50_1, ha_1, nor2b_1, o31ai_1, a211oi_1, o21a_1, or3_1, a32o_1",
floorplanning,die_w,73.3,um
routing,vias,1700,
routing,drt_wl_total,4090,um
synthesis,ys_cells,242,
synthesis,syn_area,2540,um2
critical_path,r2r_slack,3830,ps
synthesis,netlist-cell-type-count,38,
clocking,clock_latency,330,ps
global_routing,grt_antenna_before_repair,0,
floorplanning,num_rows,25,
power,total_power,0.980,mW
timing,maxSlewViolCount,0,
critical_path,r2r_start,"last1_q[1]",
timing,worst_slew_pin_slew,635,ps
clocking,clock_path_buffers,2,
routing,route.detailed.drc,0,
critical_path,cp_max_fo,4,
synthesis,ys_chip_area,2540,um2
routing,post_drt_wl_per_cell,11.5,um
clocking,postCtsSetupBuffers,0,
global_routing,grt-ovfl-total,0,
routing,firstDrtPassIters,4,
timing,fin_crit,3380,ps
synthesis,edf_count,0,
power,powerDensity,309,nW/um2
critical_path,cpPeakStageDelay,460,ps
synthesis,synth-seq-cells,66,
placement,dpl-instance-area,2960,um2
clocking,cts_tree,"done",
timing,finalCritPeriodShare,0.545,
layout,logic_area,1130,um2
floorplanning,num_io_pins,58,
floorplanning,initCoreUtil,0.528,
floorplanning,dieArea,5370,um2
synthesis,top_cells_by_count,"66 x dfxtp_1, 33 x nor2_1, 18 x inv_1, 18 x mux2i_1, 15 x ha_1",
layout,design_area,3170,um2
critical_path,crit_end,"outData_d[11]",
synthesis,syn_avg_cell_area,10.5,um2
routing,vias_per_cell,4.79,
critical_path,start_kind,"input port",
clocking,clkTransAtPathRegs,70,ps
synthesis,largest_area_cell,"dfxtp_1",
critical_path,crit_family,"AND-OR/OR-AND gates",
critical_path,critPathCaptureType,"flip-flop",
timing,slew_headroom,0.575,
layout,drive_above_1_share,0.0764,
power,power.leakage,1.33,nW
synthesis,synth_cells,242,
critical_path,cp.depth,8,
critical_path,cp_num_buf_inv,1,
clocking,cts_buffers,9,
power,ir_worst_vdd,0.234,mV
critical_path,critical_path_required,6430,ps
clocking,ctsHoldBuffers,0,
synthesis,yosysMostFrequentCell,"dfxtp_1",
critical_path,crit_slowest_cell,"o31ai_1",
run,maxCapViolCount,0,
synthesis,seq_area_frac_synth,0.520,
layout,fillers,386,
critical_path,critical_path_class,"in2reg",
floorplanning,chipHeight,73.3,um
clocking,cts.htree.levels,3,
global_routing,grt_pass1_vias,1551,
global_routing,grt_max_degree,30,
placement,gp_congestion,0.834,
timing,finClkSkew,4.96,ps
timing,hold_ws,327,ps
synthesis,ys.warnings.count,1,
critical_path,rr_endpoint,"outData_d[11]",
worst min path at each step:
stage,startpoint,to,slack (ps),cells past startpoint
4_1_cts,wrEn_d,wrEn_q,330,0
5_1_grt,wrEn_d,wrEn_q,340,0
6_report,wrEn_d,wrEn_q,330,0
where the power goes:
group | switching (mW) | leakage [nW] | internal, mW | total, mW
clock network | 0.152 | 0.105 | 0.205 | 0.357
registers | 0.0115 | 0.546 | 0.460 | 0.471
logic | 0.0681 | 0.676 | 0.0830 | 0.151
layer usage:
layer,track usage,share of wire,up-vias
li1,-,-,931
met1,0.281,0.55,725
met2,0.249,0.39,33
met3,0.0291,0.034,11
met4,0.0363,0.026,0
met5,0,0,-
stage by stage:
stage,cells,utilization
floorplan,242,-
global placement,339,0.615
detailed placement,339,0.615
CTS,355,0.658
global route,355,0.658
finish,355,0.658
worst register-to-register path: cells and delay by family, from the launching register on:
| kind | cells | cell delay, ps |
|---|---|---|
| compound gates | 4 | 1170 |
| fa+ha+maj | 1 | 250 |
| buf+inv | 1 | 50 |
| flops | 1 | 350 |
| simple gates | 2 | 440 |
layout make-up:
cell class | instances | share of cell area
multi-input combinational | 151 | 0.355
clock buffer | 11 | 0.0478
clock inverter | 5 | 0.0166
inverter | 18 | 0.0213
tap | 67 | 0.0265
sequential | 66 | 0.417
timing repair buffer | 37 | 0.115
cell usage in the layout, fill, tap and decap left out, types with 3 or more instances in the layout:
master,synthesis,routed
nor2_1,33,33
clkinv_2,0,3
nand3_1,3,3
inv_1,18,18
a21oi_1,9,9
ha_1,15,15
a22o_1,8,8
o21a_1,4,4
o21ai_0,10,10
a21o_1,4,4
clkdlybuf4s50_1,0,35
a211oi_1,5,5
mux2i_1,18,18
clkbuf_8,0,11
xnor2_1,8,8
nor3_1,3,3
dfxtp_1,66,66
or3_1,3,3
cell families after synthesis:
kind of cell,after synthesis,share of synthesized area
fa+ha+maj,16,0.0817
mux,18,0.0709
flops,66,0.520
compound gates,51,0.148
xor+xnor,10,0.0345
buf+inv,25,0.0369
simple gates,56,0.108
registers in the layout, summed over array words and instances (netlist names):
name       count
wrEn_d         1
outData_d     16
wrEn_q         1
last1_q       16
outData_q     16
last1_d       16
No activity file was given, so power comes from the tool's default toggle rates.
